### run.sh
#!/bin/bash
# OpenROAD 26Q1-2900-gdf79404cd8, Yosys 0.63+post, stock flow scripts
make -C /OpenROAD-flow-scripts/flow DESIGN_CONFIG=/design/flow/config.mk WORK_HOME=/design/flow/orfs finish
### design.v
module SPI_slave(clk,rst_n,SS_n,SCLK,MISO,MOSI,rdy);
  input clk,rst_n;		 
  input SS_n;			 
  input SCLK;			 
  input MOSI;			 
  output MISO;			 
  output reg rdy;		 
  typedef enum reg[1:0] {IDLE,SKIP_1st,WAIT_SSn} state_t;
  state_t state,nstate;
  reg [15:0] shft_reg_tx;	 
  reg [15:0] shft_reg_rx;	 
  reg SCLK_ff1,SCLK_ff2;	 
  logic ld_shft_reg, shift_tx, shift_rx, clr_rdy, set_rdy;
  wire SCLK_fall,SCLK_rise;
  always_ff @(posedge clk, negedge rst_n)
    if (!rst_n)
	  begin
	    SCLK_ff1 <= 1'b1;
	    SCLK_ff2 <= 1'b1;
	  end
	else
	  begin
	    SCLK_ff1 <= SCLK;
		SCLK_ff2 <= SCLK_ff1;
	  end  
  assign SCLK_fall = ~SCLK_ff1 & SCLK_ff2;
  assign SCLK_rise = SCLK_ff1 & ~SCLK_ff2;
  always_ff @(posedge clk, negedge rst_n)
    if (!rst_n)
	  rdy <= 1'b0;
	else if (clr_rdy)
	  rdy <= 1'b0;
	else if (set_rdy)
	  rdy <= 1'b1;
  always_ff @(posedge clk, negedge rst_n)
    if (!rst_n)
	  shft_reg_tx <= 16'habcd;
	else if (shift_tx)
	  shft_reg_tx <= {shft_reg_tx[14:0],1'b0};
	else if (set_rdy)				 
	  shft_reg_tx <= shft_reg_rx;
  always_ff @(posedge clk, negedge rst_n)
    if (!rst_n)
	  shft_reg_rx <= 16'h0000;
	else if (shift_rx)
	  shft_reg_rx <= {shft_reg_rx[14:0],MOSI};	
  always @(posedge clk, negedge rst_n)
    if (!rst_n)
	  state <= IDLE;
	else
	  state <= nstate;
  always_comb
    begin
	  ld_shft_reg = 0;
      shift_tx = 0;
	  shift_rx = 0;
      clr_rdy = 0;
	  set_rdy = 0;
      nstate = IDLE;	  
      case (state)
        IDLE : begin
          if (!SS_n) begin
		    clr_rdy = 1;
            nstate = SKIP_1st;
          end
        end
		SKIP_1st : begin		
		  shift_rx = SCLK_rise;
		  if (SCLK_fall)
		    nstate = WAIT_SSn;
		  else
		    nstate = SKIP_1st;
		end
		WAIT_SSn : begin
		  shift_tx = SCLK_fall;
		  shift_rx = SCLK_rise;
		  if (SS_n) begin
		    nstate = IDLE;
			set_rdy = 1;
		  end else
		    nstate = WAIT_SSn;
		end
      endcase
    end
  assign MISO = (SS_n) ? 1'bz : shft_reg_tx[15];
endmodule  
### config.mk
export PLATFORM = sky130hd
export DESIGN_NAME = SPI_slave
export DESIGN_NICKNAME = SPI_slave
export VERILOG_FILES = /design/flow/design.v
export SDC_FILE = /design/flow/constraint.sdc
export NUM_CORES = 4
export LEC_CHECK = 1
export CORE_AREA = 10 10 105 105
export DIE_AREA = 0 0 115 115
### constraint.sdc
current_design SPI_slave

set clk_period 2.2
set clk_io_pct 0.2

create_clock -name clk0 -period $clk_period [get_ports {clk}]

set non_clock_inputs [all_inputs -no_clocks]
set_input_delay [expr $clk_period * $clk_io_pct] -clock clk0 $non_clock_inputs
set_output_delay [expr $clk_period * $clk_io_pct] -clock clk0 [all_outputs]
==> out/highlights.md <==
- 123 — Cells after Synth
- 0 — post-route DRC violation count
- 0 — Final Hold Viols
- in2async — Worst Hold Class
- 4.02 — Vias/cell
- 0.573 GHz — peak clock frequency supported by timing
- 1.31 ns — Arrival @ worst endpoint
- 8760 um^2 — core footprint
- 23.6% — Logic pwr share
- 7 — top-level port count
- 0.28 ns — clock network latency to the later pin of the worst-skew pair
- 0.454 ns — min setup slack post-route
- 63 — violation count after the first detailed-routing iteration
- 1 — buffering stage count on the worst path with inverters included
- 2 — yosys warning tally
- 910 — Filler Cell Count
- 994 — via count of the first global-routing pass
- 38 — clock sinks
- finished clean — run status
- 38 — Flops after synth
- 35.8% — area share of the largest cell type after synthesis
- 0 ns — sum of negative setup slack
- 25 — count of tool warnings
- 115 um — horizontal die dimension
- done — clock tree from TritonCTS
- 0.269 mV — maximum resistive drop on vdd
- 13,200 um^2 — floorplan die area
- reg2out — CP Class
- 2 — maximum count of clock buffers along a single path
- 4 — 1st-pass router iterations
- sky130_fd_sc_hd__dfstp_2 — Slowest-stage cell, CP
- 55.3% — sequential area share after synthesis
- 0 — antenna violations before repair
- 5 — cts bufs inserted
- 34 — number of standard-cell rows in the floorplan
- 1930 um — half-perimeter wire length of the detailed placement result
- 2 — H-tree depth
- 23.1% — post-layout utilization of the core
- 6 — Port Buf Inserts
- clkdlybuf4s50_1 — cells traversed along the worst timing path
- 1750 um^2 — Cell Area, Synth
- 0.00682 ns — worst-case clock skew
- 0 — total of cells resized after clock tree synthesis
- 14.2 um^2 — post-synthesis area per instance
- 1.60 mW — internal power consumption
- 0.08 ns — post-CTS clock slew at the launch and capture registers of the worst setup and hold paths
- 53.7% — Reg power frac
- flip-flops — cell class contributing the biggest share of worst-path delay
- 40.4% — layout cells sized above 1
- sky130_fd_sc_hd__dfrtp_1 — leading area contributor after synthesis
- 1750 um^2 — chip area in the Yosys report
- 21 — Unique cell types
- 980 — routed vias
- 2880 um — Routed Wire Length
- 26.1% — Sw Ratio
- 22.7% — portion of total power attributed to the clock network
- output port — Crit. End Element
- 123 — # Cells Yosys
- 115 um — floorplan die height
- 0.562 mW — Switch Pwr
- 1.76 ns — crit path DRT
- 0.499 ns — transition time of the tightest slew-check pin
- 0 — total congestion overflow
- 704 um^2 — Comb area
- 11.8 um — wire per inst
- 0 — antenna cells
- 79.4% — part of the cycle the worst path needs
- 4.64% — Total GRT Usage
- 0 — tally of max-capacitance violations
- sky130_fd_sc_hd__dfrtp_1 36%, sky130_fd_sc_hd__dfstp_2 20%, sky130_fd_sc_hd__mux2_2 10%, sky130_fd_sc_hd__mux2i_1 8.6%, sky130_fd_sc_hd__a2bb2oi_2 7.7% — biggest area cells
- 1070 nW/um^2 — Pwr per Cell Area
- false — setup repair after global routing missed its margin
- 0 — quantity of hold-fixing buffers added after cts
- 1.75 ns — time the final worst path needs with I/O delays and setup
- 20 — largest net degree at the start of global routing
- 967 um^2 — flip-flop and latch area
- 0.55 ns — CP peak stage delay
- sky130_fd_sc_hd__clkbuf_8 — buffer cell driving the clock tree root
- 2 — CP max FO
- 0.929 nW — Static Leakage
- 15.5% — Layout Area Growth over Synthesis
- 20.0% — fp util
- 0.718 — weighted congestion at the end of routability-driven global placement
- 66.7% — Slew HR
- 0 — post-CTS setup repair buffer count
- 5080 um — wire length of the first global-routing pass
- 0.426 ns — setup slack after placement
- 0 — max-slew violation total from the final report
- register — critical path launch point type
- 0 — number of setup violations in the final report
- 0 — Antenna Nets Post-Route
-- cells by family after synthesis --
family,Yosys count,share of synthesized area [%]
AOI/OAI and AO/OA,22,14.1
DFF,38,55.3
and+or+nand+nor,19,7.30
buffers and inverters,13,4.43
muxes,31,18.9
-- path summary, 6_finish.rpt --
check                           cells after the start               to       startpoint  slack (ns)
worst max-delay path                                1             MISO  shft_reg_tx[15]        0.45
worst min-delay path                                1   shft_reg_rx[2]            rst_n        0.01
worst max register to register                      3  shft_reg_rx[12]         state[1]        0.62
worst min register to register                      0         SCLK_ff2         SCLK_ff1        0.38
max in group asynchronous                           2   shft_reg_tx[2]            rst_n        1.62
min in group clk0                                   0         SCLK_ff2         SCLK_ff1        0.38
-- area by class of cell --
type / count / share of cell area (%)
clock inverters: 1 / 0.248
well taps: 108 / 6.69
multi-input cells: 72 / 34.9
clock buffers: 7 / 4.27
inverters: 6 / 1.11
repair buffers: 12 / 4.95
flip-flops and latches: 38 / 47.9
-- sequential cells by signal, indices dropped and copies added (netlist names) --
register and cells:
SCLK_ff1 1, SCLK_ff2 1, rdy 1, shft_reg_rx 16, shft_reg_tx 16, state 3
-- synth_stat cells, drive strengths merged --
library cell   n
or2b           5
clkbuf         1
o211ai         1
a22o           1
a21oi          1
nor2           2
mux2          16
o21ai          3
mux2i         15
dfrtp         25
a2bb2oi       15
buf            6
inv            6
dfstp         13
nand4          1
nand2b        11
o22ai          1
-- routing by layer --
| layer | global-route usage [%] | vias to the layer above | share of wire [%] |
|---|---|---|---|
| met2 | 6.53 | 16 | 44 |
| met5 | 0 | - | 0 |
| met4 | 0.825 | 0 | 1.0 |
| li1 | - | 461 | - |
| met3 | 1.95 | 2 | 6.3 |
| met1 | 6.62 | 501 | 48 |
-- per-stage QoR --
step | power [mW] | area [um^2] | cells | hold slack (ns)
final | 2.16 | 2020 | 244 | 0.00986
after global routing | 2.30 | 2020 | 244 | 0.0217
after CTS | 2.20 | 2020 | 244 | 0.0110
after detailed placement | 1.70 | 1930 | 236 | 0.323
after global placement | 1.69 | 1930 | 236 | 0.323
after floorplan | 1.56 | 1750 | 123 | 0.144
-- power groups by stage --
| stage | combinational, mW | sequential (mW) | clock (mW) |
|---|---|---|---|
| after CTS | 0.519 | 1.17 | 0.510 |
| after global routing | 0.564 | 1.20 | 0.532 |
| final | 0.508 | 1.16 | 0.490 |
-- placed cells by master, fill, tap and decap left out --
cell and count:
sky130_fd_sc_hd__nand4_1 1, sky130_fd_sc_hd__nor2_1 2, sky130_fd_sc_hd__or2b_1 5, sky130_fd_sc_hd__nand2b_4 1, sky130_fd_sc_hd__inv_1 6, sky130_fd_sc_hd__a21oi_4 1
sky130_fd_sc_hd__mux2i_1 15, sky130_fd_sc_hd__a22o_1 1, sky130_fd_sc_hd__dfrtp_1 25, sky130_fd_sc_hd__o21ai_0 3, sky130_fd_sc_hd__clkbuf_8 6, sky130_fd_sc_hd__mux2_2 16
sky130_fd_sc_hd__clkdlybuf4s50_1 5, sky130_fd_sc_hd__buf_4 6, sky130_fd_sc_hd__buf_2 1, sky130_fd_sc_hd__a2bb2oi_2 9, sky130_fd_sc_hd__a2bb2oi_1 6, sky130_fd_sc_hd__clkbuf_1 1
sky130_fd_sc_hd__nand2b_1 10, sky130_fd_sc_hd__o211ai_2 1, sky130_fd_sc_hd__clkinv_2 1, sky130_fd_sc_hd__dfstp_2 13, sky130_fd_sc_hd__o22ai_1 1
Power figures rest on the tool's default switching activity, not on a simulated workload.
